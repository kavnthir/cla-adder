File: flow/design.v
module cla_adder(a, b, c_in, sum);
    input [3:0] a,b;
    input c_in;
    output [4:0] sum;
    wire [3:0] c, p, g;
    assign p = {a[3] ^ b[3], a[2] ^ b[2], a[1] ^ b[1], a[0] ^ b[0]};
    assign g = {a[3] & b[3], a[2] & b[2], a[1] & b[1], a[0] & b[0]};
    assign c[0] = g[0] | (p[0] & c_in);
    assign c[1] = g[1] | (p[1] & g[0]) | (p[1] & p[0] & c_in);
    assign c[2] = g[2] | (p[2] & g[1]) | (p[2] & p[1] & g[0]) | (p[2] & p[1] & p[0] & c_in);
    assign c[3] = g[3] | (p[3] & g[2]) | (p[3] & p[2] & g[1]) | (p[3] & p[2] & p[1] & g[0]) | (p[3] & p[2] & p[1] & p[0] & c_in);
    assign sum = {c[3], p[3] ^ c[2], p[2] ^ c[1], p[1] ^ c[0], p[0] ^ c_in};
endmodule
File: flow/config.mk
export PLATFORM = sky130hd
export DESIGN_NAME = cla_adder
export DESIGN_NICKNAME = cla_adder
export VERILOG_FILES = /design/flow/design.v
export SDC_FILE = /design/flow/constraint.sdc
export NUM_CORES = 4
export LEC_CHECK = 1
export CORE_AREA = 10 10 70 70
export DIE_AREA = 0 0 80 80
File: flow/run.sh
#!/bin/bash
# OpenROAD 26Q1-2900-gdf79404cd8, Yosys 0.63+post, stock flow scripts
make -C /OpenROAD-flow-scripts/flow DESIGN_CONFIG=/design/flow/config.mk WORK_HOME=/design/flow/orfs finish
File: flow/constraint.sdc
current_design cla_adder

set clk_period 3.0
set clk_io_pct 0.2

create_clock -name clk0 -period $clk_period

set non_clock_inputs [all_inputs -no_clocks]
set_input_delay [expr $clk_period * $clk_io_pct] -clock clk0 $non_clock_inputs
set_output_delay [expr $clk_period * $clk_io_pct] -clock clk0 [all_outputs]
==> Changelog: implementation <==
### Physical design

* Status: complete, no violations
* Tot Pwr at 64.71 uW
* Period utilisation layout at 96.12%
* Fin. max-slew vios at 0
* Final WL at 588 um
* CP endpoint kind: primary output
* Via count at 174
* Fmax at 346.8 MHz
* Syn avg cell area at approximately 8.5 um^2
* Largest net degree at the start of global routing at 4
* Die ar. at 6400 um^2
* Final GP Congestion at around 0.7
* Synth unique cells at 10
* Mapped Area at between 150 and 200 um^2
* Post-synth top area cell: ha_1
* Tmin final at approximately 2.9 ns
* FP Util at under 10%
* Inserted Diodes at 0
* Log Warnings at 33
* Post-CTS Setup Inserts at 0
* Num rows at 21
* Die width at 80 um
* Aggregate global-route resource usage at 1.735%
* Worst hold path class: input pin to primary output
* Antenna Violating Nets Remaining at 0
* Area share, top type at 36.76%
* Area Growth Syn to Fin at 119.9%
* Leakage at roughly 0.00017 uW
* Warnings from Yosys at 0
* Synth Seq Share at 0%
* Placed instance count at 80
* Die height at 80 um
* Clkbuf count at 0
* Slew @ Worst Pin at 0.1456 ns
* Hold Vio Cnt, Final at 0
* Crit path kind: input pin to primary output
* Arrival time worst endpoint at roughly 2.3 ns
* Vias per cell at roughly 2.2
* PortBufs at 14
* Post-Route Setup TNS at 0 ns
* Drt wl/cell at between 7 and 8 um
* Yosys Chip Area at 170.2 um^2
* Post-route DRC at 0
* WHS at 2.062 ns
* Flop count at 0
* Post-synth top cells: ha_1, inv_1, a21o_1, a21oi_1, xnor2_1
* Final setup vio count at 0
* Antenna violations before repair at 0
* Synth area leaders: ha_1, fa_1, xnor2_1
* Max-cap violations at 0
* Slew headroom at around nine tenths
* RSZ-0062 raised after global routing: no
* HPWL after DPL at between 500 and 600 um
* Global route overflow at 0
* Share of layout cells above drive strength 1 at 8.824%
* Std-Cell Core Area at 3416 um^2
* Most frequent cell after synthesis: ha_1
* Req. time, crit path at 2.40 ns
* Num ports at 14
* Worst setup SP type: input pin
* Layout Cells excl Fill at 80
* # Cells Yosys at 20
* Cells after Synth at 20
* FF/Latch Area at 0 um^2
* Worst-path maximum fanout at 3
* Pwr Density at between 150 and 200 nW/um^2
* Iter 0 DRT Violations at 5
* Worst vdd ir at 79.94 uV
* First-pass GRT wire length at 883 um
* Pre-CTS worst setup slack at 0.06050 ns
* Final WS setup at 0.1165 ns
* Pre-Repair DR Iteration Count at 2
* Vias in the first global route at 202
## through the flow
stage / util (%) / area, um^2
floorplan: - / 170.2
global placement: 10.77 / 367.9
detailed placement: 10.77 / 367.9
CTS: 10.77 / 367.9
global route: 10.95 / 374.1
finish: 10.95 / 374.1
## placed cells by master (no fill, tap or decap), types with 2 or more instances in the layout
cell type,Yosys,layout
ha_1,5,5
a21o_1,2,2
inv_1,4,4
clkdlybuf4s50_1,0,13
xnor2_1,2,2
a21oi_2,1,2
## cell type report
type,count,area (um^2)
Fill cell,400,3042
Multi-Input combinational cell,16,158.9
Timing Repair Buffer,14,142.6
Tap cell,46,57.56
Inverter,4,15.01
## worst paths after layout
| path | slack, ns | endpoint | cells after the start | from |
|---|---|---|---|---|
| setup / recovery | 0.12 | sum[1] | 5 | a[0] |
| hold / removal | 2.06 | sum[2] | 4 | b[2] |
## routing by layer
layer	vias up	wire, um	share of wire, %	global-route usage (%)
met1	67	345	59	2.651
met2	13	118	20	1.605
met3	0	123	21	1.705
met5	-	0	0	0
met4	0	0	0	0
li1	94	-	-	-
## cell families after synthesis
family,synth area share [%]
AND-OR/OR-AND,25.00
adder cells (fa/ha/maj),48.53
buffers and inverters,8.821
XOR/XNOR,15.44
AND/OR/NAND/NOR,2.204
## worst max-delay path: stages
cell	delay, ns
clkdlybuf4s50_1	0.52
inv_1	0.08
fa_1	0.44
xnor2_1	0.15
clkdlybuf4s50_1	0.50
## repair_timing
item                       CTS  global route
resized                      0             2
hold buffers                 0             0
hold endpoints to repair     0             0
setup endpoints to repair    0             3
## power by group
part / switching (uW) / internal (uW)
clock: 0 / 0
combinational: 21.6 / 43.1
sequential: 0 / 0
Power is estimated from default activity; no workload was simulated.
