$ cat design/flow/run.sh
#!/bin/bash
# OpenROAD 26Q1-2900-gdf79404cd8, Yosys 0.63+post, stock flow scripts
make -C /OpenROAD-flow-scripts/flow DESIGN_CONFIG=/design/flow/config.mk WORK_HOME=/design/flow/orfs finish
$ cat design/flow/config.mk
export PLATFORM = sky130hd
export DESIGN_NAME = seven_seg_driver
export DESIGN_NICKNAME = seven_seg_driver
export VERILOG_FILES = /design/flow/design.v
export SDC_FILE = /design/flow/constraint.sdc
export NUM_CORES = 4
export LEC_CHECK = 1
export CORE_AREA = 10 10 70 70
export DIE_AREA = 0 0 80 80
$ cat design/flow/constraint.sdc
current_design seven_seg_driver

set clk_period 1.1
set clk_io_pct 0.2

create_clock -name clk0 -period $clk_period

set non_clock_inputs [all_inputs -no_clocks]
set_input_delay [expr $clk_period * $clk_io_pct] -clock clk0 $non_clock_inputs
set_output_delay [expr $clk_period * $clk_io_pct] -clock clk0 [all_outputs]
$ cat design/flow/design.v
module seven_seg_driver(din,HEX); 
	input [3:0] din;  
		output [6:0] HEX;    
		reg [6:0] HEX;    
		always@(*) begin   
		case(din)    
			4'b0000: HEX = 7'b100_0000;    
			4'b0001: HEX = 7'b111_1001;    
			4'b0010: HEX = 7'b010_0100;    
			4'b0011: HEX = 7'b011_0000;    
			4'b0100: HEX = 7'b001_1001;    
			4'b0101: HEX = 7'b001_0010;    
			4'b0110: HEX = 7'b000_0010;    
			4'b0111: HEX = 7'b111_1000;    
			4'b1000: HEX = 7'b000_0000;    
			4'b1001: HEX = 7'b001_1000;    
			4'b1010: HEX = 7'b000_1000;    
			4'b1011: HEX = 7'b000_0011;    
			4'b1100: HEX = 7'b100_0110;    
			4'b1101: HEX = 7'b010_0001;    
			4'b1110: HEX = 7'b000_0110;    
			4'b1111: HEX = 7'b000_1110;   
		endcase  
	end 
endmodule
==> impl_metrics.py <==
# Generated from Yosys and OpenROAD reports
metrics = {
    "outcome": {
        "status": "finished, violations left",
        "violations": "setup timing",
    },
    "setup_path": {
        "crit_required_ps": 880,
        "crit_path_end_kind": "output port",
        "cp_max_fo": 4,
        "start_kind": "input pin",
        "critPathKind": "input pin to output port",
        "worstPathArrival_ps": 1170,
    },
    "place": {
        "port_buffers": 11,
        "gp_congestion": 0.814,
        "place_inst": 98,
        "hpwlAfterDp_um": 743,
    },
    "sta": {
        "rsz0062_at_grt": "true",
        "setup_slack_ps": -290,
        "timing.hold.ws_ps": 815,
        "relSlewSlack": 0.877,
        "period_needed_ps": 1390,
        "setup_viol_count_final": 7,
        "tightest_slew_ps": 181,
        "min_period_over_period": 1.26,
        "setup_tns_ps": -1340,
        "hold_viol": 0,
        "fmax_mhz": 719,
        "drv_slew": 0,
    },
    "global_route": {
        "grt_pass1_wl_um": 1720,
        "grt_pass1_vias": 354,
        "grtUsageTotal": 0.0316,
        "overflow": 0,
        "grt_max_degree": 8,
        "grt_antenna_before_repair": 0,
    },
    "route": {
        "vias": 332,
        "routed_wl_um": 1070,
        "drtAntennaViolNets": 0,
        "firstDrtPassIters": 4,
        "antenna_cells": 0,
        "drc": 0,
        "wire_per_inst_um": 10.4,
        "drt_iter0_markers": 11,
        "vias_per_cell": 3.22,
    },
    "job": {
        "cap_violations": 0,
        "warnings": 40,
    },
    "final_layout": {
        "most-common-layout-cells": "buf_4 (8), buf_2 (7), ha_4 (5), buf_6 (5)",
        "layout.cells.non_filler": 103,
        "syn_to_final_growth_pct": 148,
        "finish.utilization": 0.185,
        "layout_top_cell": "buf_4",
        "seqCellArea_um2": 0,
        "clock_buffers": 0,
        "fill_cells": 382,
        "drive_gt1_frac": 0.754,
        "nFlopsAndLatches": 0,
    },
    "clock_network": {
        "postCtsHoldBufs": 0,
    },
    "floorplanning": {
        "fp-row-count": 21,
        "fp-utilization": 0.0747,
        "chip_area_um2": 6400,
        "core_um2": 3420,
        "pin_count": 11,
        "fp.dieH_um": 80,
        "die_w_um": 80,
    },
    "logic_synthesis": {
        "ys_cells": 34,
        "top_area_frac": 0.294,
        "synthAoiAreaFrac": 0.230,
        "yosys_area_um2": 255,
        "adder_share": 0.294,
        "yosys.area.top_type": "ha_1",
        "synth_area_um2": 255,
        "ys_seq_share": 0,
        "ys_top_logic_family": "adder cells",
        "syn_area_per_cell_um2": 7.51,
        "synth-simple-area-share": 0.211,
        "synth.distinct_cells": 19,
        "syn_inst": 34,
        "xor_share": 0,
        "synthTopCellsByArea": "ha_1 (29%), mux2i_1 (12%), a22o_1 (6.9%)",
        "ys_warn_count": 1,
        "mux_area_frac": 0.162,
    },
    "power_and_ir_drop": {
        "comb_power_share": 1.000,
        "p_leak_uw": 0.000274,
        "power.total_uw": 230,
        "p_sw_frac": 0.427,
        "p_sw_uw": 98.4,
        "p_clk_frac": 0,
        "intPower_uw": 132,
        "powerDensity_nw_per_um2": 364,
        "pwr-share-seq": 0,
        "peakVddDrop_mv": 0.167,
    },
    "worst_hold_path": {
        "hold_class": "input pin to output port",
    },
}
==> cells in the mapped netlist, types with 2 or more instances <==
library cell,instances
ha_1,6
inv_1,3
mux2i_1,3
nor2_1,3
o21ai_0,3
a22o_1,2
nand2b_1,2
==> metrics by stage <==
stage / setup WS, ps / cell area (um^2)
2_1_floorplan: -3.18 / 268
3_3_place_gp: -1100 / 488
3_5_place_dp: -1110 / 488
4_1_cts: -283 / 597
5_1_grt: -335 / 633
6_report: -290 / 633
==> power by group through the flow <==
stage	sequential (uW)	clock (uW)	combinational, uW
6_report	0	0	230
5_1_grt	0	0	251
4_1_cts	0	0	208
==> path summary, 6_finish.rpt <==
kind | start | endpoint | depth (start not counted)
setup / recovery | din[1] | HEX[1] | 8
hold / removal | din[0] | HEX[1] | 3
==> cells by family after synthesis <==
logic type               after synthesis
AND-OR/OR-AND                          9
AND/OR/NAND/NOR                       10
adder cells (fa/ha/maj)                6
buffers and inverters                  5
multiplexers                           4
==> per-layer routing <==
metal | part of all wire | up-vias | GRT usage
li1 | - | 166 | -
met3 | 0.10 | 0 | 0.0102
met4 | 0 | 0 | 0
met5 | 0 | - | 0
met2 | 0.37 | 13 | 0.0465
met1 | 0.53 | 153 | 0.0461
==> worst max-delay path, stage by stage <==
cell,delay [ps]
buf_8,90
inv_8,40
buf_4,130
ha_4,240
nand2b_4,70
o21ai_2,50
a32o_1,210
buf_2,120
==> final cells by class <==
cell class | instances | area [um^2] | area share
inverters | 3 | 23.8 | 0.0375
multi-input cells | 29 | 340 | 0.538
repair buffers | 25 | 211 | 0.334
well taps | 46 | 57.6 | 0.0909
==> what timing repair did <==
item                                    CTS  global route
gates resized                            65            12
endpoints found under the hold margin     0             0
pin swaps                                 8             6
buffers inserted                          4             1
endpoints found under the setup margin    7             7
Power is estimated from default activity; no workload was simulated.
